==> flow/design.v <==
module hdmi_compositor (
    input wire       pixel_clk,
    input wire       rst,
    input wire       active,
    input wire [10:0] x_coord,
    input wire [9:0]  y_coord,
    output reg  [$clog2(224*224)-1:0] img_rom_addr,
    input wire  [23:0]                img_rom_data,
    output reg  [$clog2(80)-1:0]      text_rom_addr,
    input wire  [7:0]                text_rom_data,
    output reg  [$clog2(128*8)-1:0]   font_rom_addr,
    input wire  [7:0]                font_rom_data,
    input wire        enable_image,
    input wire        enable_text,
    output reg [7:0] pdata_r,
    output reg [7:0] pdata_g,
    output reg [7:0] pdata_b
);
localparam IMG_WIDTH  = 224;
localparam IMG_HEIGHT = 224;
localparam IMG_X_START = 528;
localparam IMG_Y_START = 248;
localparam FONT_WIDTH  = 8;
localparam FONT_HEIGHT = 8;
localparam SCALE_FACTOR = 4;
localparam SCALED_WIDTH = FONT_WIDTH * SCALE_FACTOR;
localparam SCALED_HEIGHT = FONT_HEIGHT * SCALE_FACTOR;
localparam TEXT_X_START = 448;
localparam TEXT_Y_START = 344;
localparam TEXT_LENGTH = 20;
localparam COLOR_BLACK = 24'h000000;
localparam COLOR_WHITE = 24'hFFFFFF;
wire [10:0] x_img_prefetch = x_coord + 2;
wire in_img_area = (x_coord >= IMG_X_START) && (x_coord < IMG_X_START + IMG_WIDTH) &&
                   (y_coord >= IMG_Y_START) && (y_coord < IMG_Y_START + IMG_HEIGHT);
wire in_img_prefetch_area = (x_img_prefetch >= IMG_X_START) && (x_img_prefetch < IMG_X_START + IMG_WIDTH) &&
                            (y_coord >= IMG_Y_START) && (y_coord < IMG_Y_START + IMG_HEIGHT);
wire [7:0] img_x_prefetch = x_img_prefetch - IMG_X_START;
wire [7:0] img_y_prefetch = y_coord - IMG_Y_START;
reg [23:0] img_data_delayed;
reg        in_img_area_delayed;
wire [10:0] x_text_plus3 = x_coord + 3;
wire [6:0] text_col_plus3 = (x_text_plus3 >= TEXT_X_START && 
                            x_text_plus3 < TEXT_X_START + TEXT_LENGTH * SCALED_WIDTH) ?
                           ((x_text_plus3 - TEXT_X_START) / SCALED_WIDTH) : 0;
wire [2:0] text_y_sub_plus3 = (y_coord >= TEXT_Y_START && 
                              y_coord < TEXT_Y_START + SCALED_HEIGHT) ?
                             (((y_coord - TEXT_Y_START) % SCALED_HEIGHT) / SCALE_FACTOR) : 0;
wire [2:0] text_x_sub = (x_coord >= TEXT_X_START && 
                        x_coord < TEXT_X_START + TEXT_LENGTH * SCALED_WIDTH) ?
                       (((x_coord - TEXT_X_START) % SCALED_WIDTH) / SCALE_FACTOR) : 0;
wire is_text_area = (y_coord >= TEXT_Y_START) && (y_coord < TEXT_Y_START + SCALED_HEIGHT) &&
                    (x_coord >= TEXT_X_START) && (x_coord < TEXT_X_START + TEXT_LENGTH * SCALED_WIDTH);
reg [7:0] text_rom_data_d1, text_rom_data_d2;
reg [7:0] font_rom_data_d1, font_rom_data_d2;
reg [2:0] text_x_sub_d1, text_x_sub_d2;
reg        is_text_area_d1, is_text_area_d2;
wire [7:0] safe_text_rom_data = (text_rom_data < 128) ? text_rom_data : 8'h3F;
always @(posedge pixel_clk) begin
    if (rst) begin
        pdata_r <= 0; pdata_g <= 0; pdata_b <= 0;
        img_rom_addr <= 0; text_rom_addr <= 0; font_rom_addr <= 0;
        img_data_delayed <= 0; in_img_area_delayed <= 0;
        text_rom_data_d1 <= 0; text_rom_data_d2 <= 0;
        font_rom_data_d1 <= 0; font_rom_data_d2 <= 0;
        text_x_sub_d1 <= 0; text_x_sub_d2 <= 0;
        is_text_area_d1 <= 0; is_text_area_d2 <= 0;
    end else if (~active) begin
        pdata_r <= 0; pdata_g <= 0; pdata_b <= 0;
        img_rom_addr <= 0; text_rom_addr <= 0; font_rom_addr <= 0;
    end else begin
        if (enable_image && in_img_prefetch_area) begin
            img_rom_addr <= img_y_prefetch * IMG_WIDTH + img_x_prefetch;
        end else begin
            img_rom_addr <= 0;
        end
        if (enable_text && (y_coord >= TEXT_Y_START) && (y_coord < TEXT_Y_START + SCALED_HEIGHT)) begin
            text_rom_addr <= text_col_plus3;
            font_rom_addr <= (safe_text_rom_data * FONT_HEIGHT) + text_y_sub_plus3;
        end else begin
            text_rom_addr <= 0;
            font_rom_addr <= 0;
        end
        img_data_delayed <= img_rom_data;
        in_img_area_delayed <= in_img_area;
        text_rom_data_d1 <= safe_text_rom_data;
        text_rom_data_d2 <= text_rom_data_d1;
        font_rom_data_d1 <= font_rom_data;
        font_rom_data_d2 <= font_rom_data_d1;
        text_x_sub_d1 <= text_x_sub;
        text_x_sub_d2 <= text_x_sub_d1;
        is_text_area_d1 <= is_text_area;
        is_text_area_d2 <= is_text_area_d1;
        if (enable_text && is_text_area_d2) begin
            if (font_rom_data_d2[7 - text_x_sub_d2]) begin
                pdata_r <= COLOR_WHITE[23:16];
                pdata_g <= COLOR_WHITE[15:8];
                pdata_b <= COLOR_WHITE[7:0];
            end else begin
                if (enable_image && in_img_area_delayed) begin
                    pdata_r <= img_data_delayed[23:16];
                    pdata_g <= img_data_delayed[15:8];
                    pdata_b <= img_data_delayed[7:0];
                end else begin
                    pdata_r <= COLOR_BLACK[23:16];
                    pdata_g <= COLOR_BLACK[15:8];
                    pdata_b <= COLOR_BLACK[7:0];
                end
            end
        end else if (enable_image && in_img_area_delayed) begin
            pdata_r <= img_data_delayed[23:16];
            pdata_g <= img_data_delayed[15:8];
            pdata_b <= img_data_delayed[7:0];
        end else begin
            pdata_r <= COLOR_BLACK[23:16];
            pdata_g <= COLOR_BLACK[15:8];
            pdata_b <= COLOR_BLACK[7:0];
        end
    end
end
endmodule
==> flow/run.sh <==
#!/bin/bash
# OpenROAD 26Q1-2900-gdf79404cd8, Yosys 0.63+post, stock flow scripts
make -C /OpenROAD-flow-scripts/flow DESIGN_CONFIG=/design/flow/config.mk WORK_HOME=/design/flow/orfs finish
==> flow/config.mk <==
export PLATFORM = sky130hd
export DESIGN_NAME = hdmi_compositor
export DESIGN_NICKNAME = hdmi_compositor
export VERILOG_FILES = /design/flow/design.v
export SDC_FILE = /design/flow/constraint.sdc
export NUM_CORES = 4
export LEC_CHECK = 1
export CORE_UTILIZATION = 40
==> flow/constraint.sdc <==
current_design hdmi_compositor

set clk_period 3.8
set clk_io_pct 0.2

create_clock -name clk0 -period $clk_period [get_ports {pixel_clk}]

set non_clock_inputs [all_inputs -no_clocks]
set_input_delay [expr $clk_period * $clk_io_pct] -clock clk0 $non_clock_inputs
set_output_delay [expr $clk_period * $clk_io_pct] -clock clk0 [all_outputs]
==> results_tabular.tex <==
% Generated from flow reports
\begin{tabular}{lr}
\hline
Metric & Value \\
\hline
\multicolumn{2}{l}{\textbf{Placed design}} \\
Number of buffers added on ports & 122 \\
Half-perimeter wire length after detailed placement & 7.61 mm \\
Worst slack after detailed placement & -0.226 ns \\
Gpl congestion & 0.842 \\
\multicolumn{2}{l}{\textbf{Worst setup path}} \\
Largest stage delay on the critical path & $\sim$0.5 ns \\
Cell breakdown of the critical path & clkdlybuf4s50\_1 > ha\_1 > nand3\_1 > xor2\_1 > ha\_1 > xnor2\_2 > xnor2\_1 > inv\_1 > fa\_2 > nor2b\_2 > o21ai\_1 > nor4b\_2 > buf\_4 > and3\_4 > a31o\_2 > a21oi\_1 \\
Worst Path Arrival & 3.84 ns \\
WS Path Type & in -> reg \\
Critical-path top delay cell & clkdlybuf4s50\_1 \\
Worst setup startpoint & x\_coord[1] \\
Crit path capture type & register \\
CP Launch Type & primary input \\
Highest fanout seen on the critical path & 3 \\
Required time reported for the critical path endpoint & 4.03 ns \\
Reg-to-reg startpoint & text\_x\_sub\_d2[1] \\
Cell type with the highest occurrence count on the critical path & ha\_1 \\
\multicolumn{2}{l}{\textbf{Yosys}} \\
Post-Syn Area & about 5000 um\^{}2 \\
Yosys warning count & 1 \\
Distinct cell type count of the synthesized netlist & slightly below 60 \\
Sequential share of the synthesized area & between 40\% and 50\% \\
Syn\_area\_per\_cell & 9.31 um\^{}2 \\
Top\_reg\_cell synth & dfxtp\_1 \\
Flip-flop and latch count after synthesis & 106 \\
Number of synthesized flops with an enable pin & 0 \\
Syn Inst Count & between 500 and 600 \\
Async set-reset flop share out of synthesis & 0\% \\
Chip area line of the yosys report & 4890 um\^{}2 \\
Post-synthesis cell count from yosys & 525 \\
\multicolumn{2}{l}{\textbf{Outcome}} \\
Result of the run & complete, no violations \\
\multicolumn{2}{l}{\textbf{Min path}} \\
Origin of the worst min-delay path & img\_data\_delayed[7] \\
Class of the tightest hold or removal check & reg -> reg \\
\multicolumn{2}{l}{\textbf{GRT}} \\
Wire length of the first global-routing pass & 17.1 mm \\
Number of antenna violations at the first check in global routing & 0 \\
Via count of the first global-routing pass & about 3,600 \\
Maximum number of pins on one net before global-route repair & 47 \\
Overall track demand over capacity in global routing & 17.0\% \\
Global route total overflow & 0 \\
\multicolumn{2}{l}{\textbf{Clocking}} \\
Reg clk slew, reported paths & 0.07 ns \\
Insertion delay at the late pin of the worst-skew pair & 0.34 ns \\
Clock tree from TritonCTS & yes \\
Total CTS buffers & 9 \\
Number of H-tree branching levels & 3 \\
Clock root buffer & clkbuf\_16 \\
CTS Buffer Depth & 2 \\
Number of clock sinks & 106 \\
\multicolumn{2}{l}{\textbf{Power and ir drop}} \\
Peak supply drop & 0.000190 V \\
Overall power after layout & $\sim$2700 uW \\
Pwr per Cell Area & $\sim$400 nW/um\^{}2 \\
Static leakage & 0.00283 uW \\
\multicolumn{2}{l}{\textbf{STA}} \\
Fin crit share & 95.1\% \\
Number of failing setup endpoints in the final timing report & 0 \\
Minimum period implied by the final worst setup slack & 3.61 ns \\
Fmax achieved & $\sim$280 MHz \\
Max\_slew headroom & 48.5\% \\
Final setup slack of the worst path & 0.188 ns \\
Unrepaired setup endpoints after global routing & false \\
Clock skew & 0.00518 ns \\
Final hold viol count & 0 \\
Transition time at the pin with the least slew margin & 0.772 ns \\
Count of final max-slew check failures & 0 \\
\multicolumn{2}{l}{\textbf{Drt}} \\
Total antenna diodes in the routed design & 0 \\
Number of violations reported at the end of detailed-routing iteration 0 & between 150 and 200 \\
Vias per cell & 4.84 \\
Via count & 4,010 \\
Antenna Nets Post-Route & 0 \\
WL per Instance & 12.4 um \\
Router iterations before antenna repair & 16 \\
Post-detailed-routing wire length & 10.3 mm \\
DRC violation count after routing & 0 \\
\multicolumn{2}{l}{\textbf{Floorplanning}} \\
Initial Utilization & 40.8\% \\
Core footprint & 12,000 um\^{}2 \\
I/O Pins & 123 \\
Die outline area & 12,700 um\^{}2 \\
Standard-cell rows & 40 \\
Die width & 113 um \\
Vertical die dimension & 113 um \\
\multicolumn{2}{l}{\textbf{Layout}} \\
Top Layout Cells & clkdlybuf4s50\_1 (120), dfxtp\_1 (106), nor2\_1 (79) \\
Most instantiated logic cell after routing & clkdlybuf4s50\_1 \\
Layout cells sized above 1 & 11.9\% \\
Final core utilization & 57.2\% \\
Signed area change from the synthesized netlist to the final layout & 39.9\% \\
\multicolumn{2}{l}{\textbf{Run}} \\
Number of violations of the max-capacitance limit & 0 \\
Tool Warnings & 30 \\
\hline
\end{tabular}
[path summary, 6_finish.rpt]
path | to | slack, ns | depth (start not counted)
worst max-delay path | img_rom_addr[15] | 0.19 | 16
worst min-delay path | pdata_b[7] | 0.45 | 2
worst max register to register | pdata_b[0] | 2.04 | 5
worst min register to register | pdata_b[7] | 0.45 | 2
[power breakdown]
group          internal (uW)  total (uW)  switching [uW]
clock                    542         960             417
sequential              1140        1150            12.7
combinational            336         635             299
[kinds of logic (layout without fill, tap and decap cells)]
logic type      after synthesis  in the layout  share of synthesized area, %
compound gates               86             86                          11.8
xor+xnor                     31             31                          5.56
fa+ha+maj                    27             27                          7.68
buf+inv                      57            213                          4.89
flops                       106            106                          43.4
mux                          47             47                          10.2
other cells                   1              1                        0.0768
simple gates                170            170                          16.4
[per-stage QoR]
step / setup TNS [ns] / cell area (um^2) / hold WS (ns) / std cells
after floorplan: 0 / 4890 / 0.436 / 525
after global placement: -0.467 / 6500 / 0.442 / 812
final: 0 / 6840 / 0.454 / 828
after detailed placement: -0.507 / 6500 / 0.446 / 812
after CTS: 0 / 6810 / 0.461 / 828
after global routing: 0 / 6840 / 0.475 / 828
[synthesized netlist by cell type (5+ instances only)]
library cell	n	share of area, %
ha_1	22	5.6
o21a_1	8	1.2
o21ai_0	10	1.0
a21oi_1	38	3.9
inv_1	28	2.2
and2_1	5	0.64
a22oi_1	5	0.77
xnor2_1	20	3.6
a21o_1	5	0.77
fa_1	5	2.0
clkbuf_1	15	1.2
nor3_1	7	0.72
xor2_1	11	2.0
buf_2	11	1.1
nand4_1	7	0.90
dfxtp_1	106	43
nand3_1	14	1.4
mux2i_1	44	9.0
nor2_1	79	6.1
nand2_1	32	2.5
[routing by layer]
layer / vias up / track usage (%) / wire length, um
li1: 2103 / - / -
met1: 1829 / 28.5 / 5350
met2: 70 / 24.3 / 4530
met3: 8 / 2.75 / 319
met4: 0 / 2.04 / 91
met5: - / 0 / 0
[flip-flops by register name (all words and copies together) (netlist names), 3 cells and up]
name and flops:
font_rom_data_d2 8, img_data_delayed 24, text_rom_addr 7, pdata_b 8, img_rom_addr 16, text_x_sub_d2 3
text_x_sub_d1 3, pdata_g 8, font_rom_data_d1 8, font_rom_addr 10, pdata_r 8
[layout make-up]
| cell class | instances | area, um^2 |
|---|---|---|
| Clock buffer | 11 | 243 |
| Fill cell | 1022 | 5120 |
| Inverter | 28 | 105 |
| Multi-Input combinational cell | 362 | 2550 |
| Timing Repair Buffer | 169 | 1560 |
| Tap cell | 147 | 184 |
| Sequential cell | 106 | 2120 |
| Clock inverter | 5 | 70.1 |
[critical path: cells and delay by family]
kind	cells	cell delay (ns)
adders and majority gates	3	0.79
buffers and inverters	3	0.76
and+or+nand+nor	4	0.72
xor gates and xnor gates	3	0.51
AOI/OAI and AO/OA	3	0.30
[timing repair]
item	in CTS	in global routing
hold buffers	0	0
endpoints found under the setup margin	0	2
buffers inserted	0	0
gates resized	0	6
Power and IR drop assume default switching activity.
