File: /design/flow/design.v
module tmds_encode (
    input pixel_clk,                                  
    input rst,                                        
    input [1:0] ctl,                                  
    input active,                                     
    input [7:0] pdata,                                
    output [9:0] tmds_data                            
);
integer i, j;
reg [8:0] p_xor, p_xor_1;                             
reg [8:0] p_xnor, p_xnor_1;                           
reg active_1;
reg [1:0] ctl_1;
reg [7:0] pdata_1;
reg [3:0] ones_1;                                     
reg [3:0] ones_xor;                                   
reg [3:0] ones_xnor;                                  
reg active_2;
reg [1:0] ctl_2;
reg [8:0] pdata_2;
reg [3:0] ones_2;                                     
reg [3:0] zeros_2;                                    
reg signed [5:0] diff_2;                              
reg signed [5:0] disparity;                           
reg [9:0] tdata;                                      
always @(*)
begin
    p_xor[0] = pdata[0];
    for (i=1; i<8; i=i+1) begin
        p_xor[i] = p_xor[i-1] ^ pdata[i];
    end
    p_xor[8] = 1'b1;
end
always @(*)
begin
    p_xnor[0] = pdata[0];
    for (j=1; j<8; j=j+1) begin
        p_xnor[j] = p_xnor[j-1] ~^ pdata[j];
    end
    p_xnor[8] = 1'b0;
end
always @(posedge pixel_clk)
begin
    active_1  <= active;
    ctl_1     <= ctl;
    pdata_1   <= pdata;
    ones_1    <= pdata[0] + pdata[1] + pdata[2] + pdata[3] + pdata[4] + pdata[5] + pdata[6] + pdata[7];
    ones_xor  <= p_xor[0] + p_xor[1] + p_xor[2] + p_xor[3] + p_xor[4] + p_xor[5] + p_xor[6] + p_xor[7];
    ones_xnor <= p_xnor[0] + p_xnor[1] + p_xnor[2] + p_xnor[3] + p_xnor[4] + p_xnor[5] + p_xnor[6] + p_xnor[7];
    p_xor_1  <= p_xor;
    p_xnor_1 <= p_xnor;
end
always @(posedge pixel_clk)
begin
    active_2  <= active_1;
    ctl_2     <= ctl_1;
    if ((ones_1 >4) || (ones_1 == 4 && pdata_1[0] == 1'b0)) begin
        pdata_2  <= p_xnor_1;
        ones_2   <= ones_xnor;
        zeros_2  <= 8 - ones_xnor;
        diff_2   <= $signed(ones_xnor) + $signed(ones_xnor) - 8;
    end else begin
        pdata_2  <= p_xor_1;
        ones_2   <= ones_xor;
        zeros_2  <= 8 - ones_xor;
        diff_2   <= $signed(ones_xor) + $signed(ones_xor) - 8;
    end
end
always @(posedge pixel_clk)
begin
    if (rst) begin
        tdata <= 10'b 11_0101_0100;
        disparity <= 0;
    end else if (~active_2) begin                             
        if (ctl == 2'b00) begin
            tdata <= 10'b 11_0101_0100;
        end else if (ctl == 2'b01) begin
            tdata <= 10'b 00_1010_1011;
        end else if (ctl == 2'b10) begin
            tdata <= 10'b 01_0101_0100;
        end else begin
            tdata <= 10'b 10_1010_1011;
        end
        disparity <= 0;                                       
    end else begin                                            
        if ((disparity == 0) || (ones_2 == 4)) begin
            if (pdata_2[8]) begin
                tdata <= {1'b0, 1'b1, pdata_2[7:0]};
                disparity <= disparity + diff_2;
            end else begin
                tdata <= {1'b1, 1'b0, ~pdata_2[7:0]};
                disparity <= disparity - diff_2;
            end
        end else begin
            if ((disparity > 0 && ones_2 > 4) || (disparity < 0 && ones_2 < 4)) begin
                if (pdata_2[8]) begin
                    tdata <= {1'b1, 1'b1, ~pdata_2[7:0]};
                    disparity <= disparity - diff_2 + 2;
                end else begin
                    tdata <= {1'b1, 1'b0, ~pdata_2[7:0]};
                    disparity <= disparity - diff_2;
                end
            end else begin
                if (pdata_2[8]) begin
                    tdata <= {1'b0, 1'b1, pdata_2[7:0]};
                    disparity <= disparity + diff_2;
                end else begin
                    tdata <= {1'b0, 1'b0, pdata_2[7:0]};
                    disparity <= disparity + diff_2 - 2;
                end
            end
        end
    end
end
assign tmds_data = tdata;
endmodule
File: /design/flow/run.sh
#!/bin/bash
# OpenROAD 26Q1-2900-gdf79404cd8, Yosys 0.63+post, stock flow scripts
make -C /OpenROAD-flow-scripts/flow DESIGN_CONFIG=/design/flow/config.mk WORK_HOME=/design/flow/orfs finish
File: /design/flow/config.mk
export PLATFORM = sky130hd
export DESIGN_NAME = tmds_encode
export DESIGN_NICKNAME = tmds_encode
export VERILOG_FILES = /design/flow/design.v
export SDC_FILE = /design/flow/constraint.sdc
export NUM_CORES = 4
export LEC_CHECK = 1
export CORE_UTILIZATION = 30
File: /design/flow/constraint.sdc
current_design tmds_encode

set clk_period 5.4
set clk_io_pct 0.2

create_clock -name clk0 -period $clk_period [get_ports {pixel_clk}]

set non_clock_inputs [all_inputs -no_clocks]
set_input_delay [expr $clk_period * $clk_io_pct] -clock clk0 $non_clock_inputs
set_output_delay [expr $clk_period * $clk_io_pct] -clock clk0 [all_outputs]
==> impl_metrics.yaml <==
# generated from flow reports
hold_path:
  worstHoldStart: "active_1"
  hp-class: "reg -> reg"
yosys:
  ys_cells: 308
  ys_seq_share_pct: 37.2
  synth-edff-count: 0
  synth-seq-cells: 60
  yosysUniqueCellTypes: 46
  synthFlopType: "dfxtp_1"
  synth-simple-area-share_pct: 6.24
  xor_share_pct: 12.4
  synthCells: 308
  synthMuxAreaShare_pct: 6.43
  ys_sh_adder_pct: 21.2
  ys_warn_count: 1
  yosys-stat-area_um2: 3230
  async_reset_ff_share_pct: 0
  avgSynthCellArea_um2: 10.5
  syn_area_um2: 3230
  synthAoiAreaFrac_pct: 10.1
  synth.comb.largest_family: "adder cells"
job:
  maxCapViolCount: 0
  tool_warnings: 39
detailed_routing:
  routed_via_density: 4.18
  antenna_cells: 0
  first_pass_iters: 4
  wl_per_cell_um: 10.8
  vias: 2000
  drc: 0
  drt_iter0_drc: 53
  postRouteWirelength_um: 5180
  antenna_left: 0
worst_setup_path:
  arrival_ns: 4.42
  max_stage_delay_ns: 0.56
  critPathMaxFanout: 7
  crit_family: "adder cells"
  required_ns: 5.62
  crit_buf_inv: 4
  startpoint: "pdata[0]"
  crit_slowest_cell: "clkdlybuf4s50_1"
  r2r-start: "diff_2[2]"
  startpoint_type: "input port"
  cp-end-kind: "register"
  path_class: "in -> reg"
  crit_chain: "clkdlybuf4s50_1, ha_1, xor2_2, xnor2_4, inv_2, xnor2_2, inv_1, fa_1, ha_1, inv_1, fa_1, xnor2_1"
die:
  die_h_um: 106
  fp_util_pct: 31.1
  die_area_um2: 11200
  die-width_um: 106
  core_area_um2: 10400
  rows: 37
  pin_count: 23
final_timing:
  hold_viol: 0
  setup_ws_ns: 1.20
  clock_skew_ns: 0.00813
  post-route-min-period_ns: 4.20
  whs_ns: 0.334
  worst_pin_slew_ns: 0.578
  slew_headroom_pct: 61.1
  max_freq_mhz: 238
  finalSetupViolations: 0
  period_used_pct: 77.7
  tns_ns: 0
  rsz0062_at_grt: "false"
  final_max_slew_viol_count: 0
cts:
  clockBufferDepth: 2
  cts_setup_buffers: 0
  cts_tree: "built"
  clkSinkCount: 60
  ctsRootBufferMaster: "clkbuf_8"
  clkTransAtPathRegs_ns: 0.07
  h-tree-depth: 3
  numCtsBuffers: 9
  cts_hold_buf: 0
  ctsResizeCount: 0
  clk-insertion-delay-late_ns: 0.33
grt:
  grt_pass1_wl_um: 9180
  track_usage_pct: 10.5
  grt-ovfl-total: 0
  first_global_vias: 2073
  grt_start_max_net_pins: 16
  antenna_found_initial: 0
place:
  pre_cts_slack_ns: 0.816
  hpwl_um: 4080
  place_area_um2: 3610
  port_buffers: 22
  placedCellCount: 463
  place.gp.congestion: 0.851
pwr:
  p_leak_nw: 1.68
  combPwrFrac_pct: 53.2
  clockPowerShare_pct: 15.5
  switching_share_pct: 39.9
  ir_drop_mv: 0.253
  switchingPower_mw: 0.924
  seqPwrFrac_pct: 31.3
  p_int_mw: 1.39
  p_per_area_nw_per_um2: 611
  power_mw: 2.32
finish:
  fillCellCount: 1038
  drive_gt1_share_pct: 12.8
  area_growth_pct: 17.4
  final_util_pct: 36.6
  ff_latch_area_um2: 1200
  fin_area_um2: 3790
  layout.cells.non_filler: 479
  final-comb-area_um2: 1820
outcome:
  status: "complete, no violations"
==> routing by layer <==
layer / up-vias / share of wire (%) / GRT usage, % / routed length [um]
li1: 1056 / - / - / -
met1: 914 / 50 / 15.0 / 2580
met2: 24 / 46 / 17.0 / 2390
met3: 6 / 3.4 / 2.65 / 176
met4: 0 / 0.73 / 0.794 / 38
met5: - / 0 / 0 / 0
==> final cells by class <==
| type | count | share of cell area [%] |
|---|---|---|
| Clock buffer | 9 | 3.27 |
| Clock inverter | 7 | 1.55 |
| Inverter | 51 | 5.05 |
| Multi-Input combinational cell | 193 | 48.0 |
| Sequential cell | 60 | 31.7 |
| Tap cell | 136 | 4.49 |
| Timing Repair Buffer | 23 | 6.00 |
==> Yosys cell counts (2+ instances only) <==
cell / count / share of area [%]
a211oi_1: 2 / 0.46
a21o_1: 3 / 0.70
a21oi_1: 23 / 3.6
buf_2: 2 / 0.31
clkbuf_1: 2 / 0.23
dfxtp_1: 60 / 37
fa_1: 13 / 8.1
ha_1: 34 / 13
inv_1: 48 / 5.6
inv_2: 3 / 0.35
mux2_1: 2 / 0.70
mux2_2: 12 / 4.2
mux2i_1: 5 / 1.5
nand2_1: 8 / 0.93
nand3_1: 3 / 0.46
nor2_1: 9 / 1.0
nor2b_1: 8 / 1.5
nor3_1: 3 / 0.46
o21ai_0: 4 / 0.62
o21bai_1: 3 / 0.70
xnor2_1: 20 / 5.4
xnor2_2: 3 / 1.5
xor2_1: 15 / 4.1
==> layout by cell type (no fill, tap or decap), drive strengths merged, types with 4 or more instances in the layout <==
cell type and instances:
dfxtp 60, inv 54, ha 34, a21oi 24, xnor2 24, clkdlybuf4s50 22
xor2 16, mux2 14, fa 13, nor2 10, clkbuf 9, nor2b 8
nand2 8, mux2i 5, o21ai 4
==> sequential cells by signal (all words and copies together), names as in the netlist <==
register   count
active_1       1
pdata_2        9
active_2       1
ones_xor       4
p_xor_1        7
ones_1         4
disparity      5
tdata         10
ones_2         2
diff_2         5
ones_xnor      4
p_xnor_1       8
==> power groups by stage <==
stage	combinational [mW]	clock [mW]	sequential, mW
after CTS	1.26	0.372	0.728
after global routing	1.43	0.394	0.747
final	1.23	0.360	0.724
==> final timing paths <==
check | end | slack, ns | depth (start not counted)
worst max register to register | disparity[4] | 2.92 | 11
worst min register to register | active_2 | 0.33 | 0
worst max-delay path | ones_xor[2] | 1.20 | 12
worst min-delay path | active_2 | 0.33 | 0
==> kinds of logic (layout without fill, tap and decap cells) <==
kind of cell | after synthesis | after routing
buf+inv | 55 | 90
fa+ha+maj | 47 | 47
simple gates | 39 | 39
compound gates | 48 | 48
mux | 19 | 19
flops | 60 | 60
xor+xnor | 40 | 40
==> worst reg2reg max path, delay by kind of cell (launching register included) <==
family | cells | cell delay (ns)
AOI/OAI and AO/OA | 2 | 0.32
buffers and inverters | 3 | 0.30
and+or+nand+nor | 2 | 0.16
adders and majority gates | 3 | 0.97
DFF | 1 | 0.44
xor gates and xnor gates | 1 | 0.23
Power figures rest on the tool's default switching activity, not on a simulated workload.
